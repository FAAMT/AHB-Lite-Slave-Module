==> flow/design.v <==
module controller (
    input clk,
          n_rst,
    input logic dr,
                lc,
                overflow,
    output logic cnt_up,
                 clear,
                 modwait,
    output reg [2:0] op,
    output reg [3:0] src1,
                     src2,
                     dest,
    output logic err,
                 processed
);
typedef enum bit[4:0] {idle, 
                    eidle, 
                    eidle2,
                    load1, 
                    load2, 
                    load3, 
                    load4, 
                    coeff1, 
                    coeff2, 
                    coeff3, 
                    coeff4, 
                    store, 
                    check, 
                    zero, 
                    sort1, 
                    sort2, 
                    sort3, 
                    sort4, 
                    mul1, 
                    mul2, 
                    mul3, 
                    mul4, 
                    sub1, 
                    sub2, 
                    add1, 
                    add2, 
                    done
}firState;
firState curstate, nexstate;
logic next_modwait, next_processed;
always_ff @ (posedge clk, negedge n_rst) begin
    if (!n_rst)begin
    curstate <= idle;
    modwait <= 0;
    processed <= 0;
    end
    else begin
    curstate <= nexstate;
    modwait <= next_modwait;
    processed <= next_processed;
    end
end
always_comb begin
    nexstate = idle;
    err = 0;
    clear = 0;
    cnt_up = 0;
    next_modwait = 0;
    next_processed = 0;
    op = 3'b000;
    src1 = 4'd0;
    src2 = 4'd0;
    dest = 4'd0;
    case (curstate) 
        idle:
            begin
                next_modwait = 0; 
                clear = 0;
                cnt_up = 0;
                op = 3'b000;
                err = 0;
                if (lc) begin
                    nexstate = load1;
                end
                else if (dr) begin
                    nexstate = store;
                    next_modwait = 1;
                end
                else begin
                    nexstate = idle;
                end
            end
        eidle:
                begin
                    err = 1;
                    next_modwait = 0;
                    nexstate = eidle2;
                end
        eidle2:
                begin
                    err = 1;
                    if (lc) begin
                        nexstate = load1;
                    end
                    else if (dr) begin
                        nexstate = store;
                    end
                    else begin
                        nexstate = eidle2; 
                    end
                end
        load1:  
                begin
                    next_modwait = 1;
                    clear = 1;
                    err = 0;
                    op = 3'b011;
                    dest = 4'd5;  
                    nexstate = coeff1;
                end
        coeff1:  
                begin
                    next_modwait = 0;
                    clear = 0;
                    op = 3'b000;
                    if (lc) begin
                        nexstate = load2;
                    end
                    else begin
                        nexstate = coeff1;
                    end
                end
        load2:
                begin
                    next_modwait = 1;
                    op = 3'b011;
                    dest = 4'd6;  
                    nexstate = coeff2;
                end
        coeff2:  
                begin
                    next_modwait = 0;
                    op = 3'b000;
                    if (lc) begin
                        nexstate = load3;
                    end
                    else begin
                        nexstate = coeff2;
                    end
                end
        load3:
                begin
                    next_modwait = 1;
                    op = 3'b011;
                    dest = 4'd7;  
                    nexstate = coeff3;
                end
        coeff3:  
                begin
                    next_modwait = 0;
                    op = 3'b000;
                    if (lc) begin
                        nexstate = load4;
                    end
                    else begin
                    nexstate = coeff3;
                    end
                end
        load4:
                begin
                  next_modwait = 1;
                  op = 3'b011;
                  dest = 4'd8;  
                  nexstate = coeff4;
                end
        coeff4:  
                begin
                    next_modwait = 0;
                    op = 3'b000;
                    nexstate = idle;
                end
        store:  
                begin
                    if (dr) begin
                    cnt_up = 1;
                    next_modwait = 1;
                    op = 3'b010;
                    dest = 4'd9;  
                    nexstate = zero;
                    end
                    else begin
                        nexstate = eidle;
                    end
                end
        zero:
                begin
                    cnt_up = 0;
                    next_modwait = 1;
                    src1 = 4'd0;
                    src2 = 4'd0;
                    dest = 4'd0;  
                    op = 3'b101;  
                    nexstate = sort1;
                end
        sort1:
                begin
                    next_modwait = 1;
                    src1 = 4'd2;
                    dest = 4'd1;  
                    op = 3'b001;  
                    nexstate = sort2;
                end
        sort2:
                begin
                    next_modwait = 1;
                    src1 = 4'd3;
                    dest = 4'd2;  
                    op = 3'b001;  
                    nexstate = sort3;
                end
        sort3:
                begin
                    next_modwait = 1;
                    src1 = 4'd4;
                    dest = 4'd3;  
                    op = 3'b001;  
                    nexstate = sort4;
                end
        sort4:
                begin
                    next_modwait = 1;
                    src1 = 4'd9;
                    dest = 4'd4;  
                    op = 3'b001;  
                    nexstate = mul1;
                end
        mul1:
                begin
                    next_modwait = 1;
                    src1 = 4'd4; 
                    src2 = 4'd5; 
                    dest = 4'd9;  
                    op = 3'b110;  
                    nexstate = sub1;
                end
        sub1:
                begin
                    next_modwait = 1;
                    src1 = 4'd0; 
                    src2 = 4'd9; 
                    dest = 4'd0;  
                    op = 3'b101;  
                    if (overflow) begin
                        nexstate = eidle;
                        next_processed = 1;
                    end
                    else begin
                        nexstate = mul2;
                    end
                end
        mul2: 
                begin
                    next_modwait = 1;
                    src1 = 4'd3; 
                    src2 = 4'd6; 
                    dest = 4'd9;  
                    op = 3'b110;  
                    nexstate = add1;
                end
        add1:
                begin
                    next_modwait = 1;
                    src1 = 4'd0; 
                    src2 = 4'd9; 
                    dest = 4'd0;  
                    op = 3'b100;  
                    if (overflow) begin
                        nexstate = eidle;
                        next_processed = 1;
                    end
                    else begin
                        nexstate = mul3;
                    end
                end
        mul3:
                begin
                    next_modwait = 1;
                    src1 = 4'd2; 
                    src2 = 4'd7; 
                    dest = 4'd9;  
                    op = 3'b110;  
                    nexstate = sub2;
                end
        sub2:
                begin
                    next_modwait = 1;
                    src1 = 4'd0; 
                    src2 = 4'd9; 
                    dest = 4'd0;  
                    op = 3'b101;  
                    if (overflow) begin
                        nexstate = eidle;
                        next_processed = 1;
                    end
                    else begin
                        nexstate = mul4;
                    end
                end
        mul4:
                begin
                    next_modwait = 1;
                    src1 = 4'd1; 
                    src2 = 4'd8; 
                    dest = 4'd9;  
                    op = 3'b110;  
                    nexstate = add2;
                end
        add2:
                begin
                    next_modwait = 1;
                    src1 = 4'd0; 
                    src2 = 4'd9; 
                    dest = 4'd0;  
                    op = 3'b100;  
                    if (overflow) begin
                        nexstate = eidle;
                        next_processed = 1;
                    end
                    else begin
                        nexstate = done;
                        next_processed = 1;
                    end
                end
        done:
                begin
                    op = 3'b000;
                    next_modwait = 0;
                    nexstate = idle;
                end
    endcase
end
endmodule
==> flow/run.sh <==
#!/bin/bash
# OpenROAD 26Q1-2900-gdf79404cd8, Yosys 0.63+post, stock flow scripts
make -C /OpenROAD-flow-scripts/flow DESIGN_CONFIG=/design/flow/config.mk WORK_HOME=/design/flow/orfs finish
==> flow/config.mk <==
export PLATFORM = sky130hd
export DESIGN_NAME = controller
export DESIGN_NICKNAME = controller
export VERILOG_FILES = /design/flow/design.v
export SDC_FILE = /design/flow/constraint.sdc
export NUM_CORES = 4
export LEC_CHECK = 1
export CORE_AREA = 10 10 88 88
export DIE_AREA = 0 0 98 98
==> flow/constraint.sdc <==
current_design controller

set clk_period 1.9
set clk_io_pct 0.2

create_clock -name clk0 -period $clk_period [get_ports {clk}]

set non_clock_inputs [all_inputs -no_clocks]
set_input_delay [expr $clk_period * $clk_io_pct] -clock clk0 $non_clock_inputs
set_output_delay [expr $clk_period * $clk_io_pct] -clock clk0 [all_outputs]
==> flow_summary.ini <==
; generated from flow reports
[status]
status = complete, but fails checks
violations = setup timing

[layout]
area_growth_pct = 58.97
design_area_mm2 = 0.001619
drive_gt1_frac = 0.3664
final_cells = 206
finish.utilization = 0.2735

[power]
power_density_mw_per_mm2 = 879.3
p_leak_nw = 0.9310
p_total_mw = 1.424
irDropWorstVdd_mv = 0.5774

[timing]
post-route-min-period_ps = 1951
timing.hold.ws_ps = 409.2
hold_violations = 0
maxSlewViolCount = 0
fin_skew_ps = 4.912
setup_tns_ps = -53.03
setup_viol = 2
rsz0062_at_grt = yes
worst_slew_pin_slew_ps = 343.5
timing.final.ws_setup_ps = -50.71
slew_headroom = 0.7710
period_used_share = 1.027
fmax_ghz = 0.5126

[worst_setup_path]
crit_fanout = 3
reg2reg_slack_ps = 500
crit_path_frequent_cell = or3_4
setup.worst_path.class = register to output port
cp-start-kind = register
path_cells = or3_4, or3_4, buf_6
worst-path-buf-inv = 1
critPathArrivalTime_ps = 1570
crit_path_end_kind = output port
slowest_stage = dfrtp_1
required_ps = 1520
crit_path_max_incr_delay_ps = 410
cp_top_family = simple AND/OR/NAND/NOR gates

[detailed_routing]
dr.pass1.iters = 3
drt_first_iter_violations = 26
route.detailed.drc = 0
viasPerCell = 3.762
antenna_cells_inserted = 0
ant_nets = 0
wl_per_cell_um = 12.94
dr_total_vias = 775
wirelength_mm = 2.666

[die]
fp_util = 0.1720
die_width_um = 98
die_area_mm2 = 0.009604
die_y_um = 98
rows = 28
coreArea_mm2 = 0.005921
io_pins = 25

[synthesis]
ys.flop_type = dfrtp_1
enable_flop_cells = 0
post_synth_instance_area_mm2 = 0.001018
common_cells = dfrtp_1 (27), nor2_1 (8)
top_cell = dfrtp_1
ys_async_sr_fraction = 1.000
avgSynthCellArea_um2 = 12.27
yosys_cells = 83
yosys_warnings = 1
synth_cells = 83
yosys.area.top_type_share = 0.6634
ys_top_cells_by_area = dfrtp_1 (66%), a21o_1 (2.9%), nor2_1 (2.9%)
ys.flops = 28
yosysUniqueCellTypes = 25
ys_area_mm2 = 0.001018
yosysTopAreaCell = dfrtp_1
ys_seq_frac = 0.6892

[placed_design]
place_ws_ps = -282.5
post-dp-hpwl_mm = 2.027
portBuffers = 24
placed_cells = 196
place_area_mm2 = 0.001461
gp_congestion = 0.7489

[global_route]
antenna_found_initial = 0
grt-ovfl-total = 0
grt_first_pass_wirelength_mm = 4.222
grt_start_max_net_pins = 29
first_global_vias = 785
grt_usage = 0.05395

[clock_tree]
cts_tree = yes
cts_sinks = 28
cts_buffer_depth = 2
cts_buffers = 3
htreeDepth = 1
cts_hold_buf = 0
cts_root_buffer = clkbuf_8
clk_pin_slew_worst_paths_ps = 100
clkLatencyLatePin_ps = 270

[job]
maxCapViolations = 0
tool_warnings = 27

[worst_hold_path]
hp-class = register to register
worst paths after layout:
check                               endpoint  depth (start not counted)    startpoint
worst max-delay path                   op[1]                          3   curstate[4]
worst min-delay path            curstate[12]                          0  curstate[19]
worst max register to register       modwait                          4  curstate[25]
worst min register to register  curstate[12]                          0  curstate[19]
max in group asynchronous        curstate[0]                          2         n_rst
min in group asynchronous       curstate[18]                          2         n_rst
worst reg2reg max path, cell delays in order, from the launching register on:
cell and delay, ps:
dfrtp_1 390, buf_4 140, or4_4 490, nor2_1 120
o2111ai_1 130
routing by layer:
layer | wire length [um] | track usage
met5 | 0 | 0
met4 | 16 | 0.003356
met3 | 204 | 0.02347
met2 | 1144 | 0.07665
met1 | 1301 | 0.07774
where the power goes:
part	total, mW	switching, mW	leakage, nW	internal, mW
sequential	0.661	0.0220	0.384	0.639
combinational	0.297	0.104	0.512	0.194
clock	0.465	0.183	0.0357	0.282
total	1.42	0.309	0.931	1.11
cell usage in the layout (no fill, tap or decap), drive strengths merged:
master         instances
inv                    4
a21o                   4
clkdlybuf4s50          9
dlygate4sd2            6
a21oi                  1
buf                   25
and3                   1
bufinv                 1
a211o                  1
clkbuf                 6
nor4                   2
or2                    5
nor3                   3
o21ai                  1
dfstp                  1
nand3                  1
nor2b                  4
dfrtp                 27
dlymetal6s2s           2
nor2                   8
and2                   3
nand2                  4
or4                    3
nand4                  1
or3                    4
o2111ai                1
nand2b                 3
final cells by class:
| cell class | count | area (um^2) |
|---|---|---|
| fill | 601 | 4302 |
| multi-input combinational | 50 | 356.6 |
| inverter | 4 | 15.01 |
| clock buffer | 3 | 41.29 |
| clock inverter | 1 | 30.03 |
| timing repair buffer | 45 | 380.4 |
| tap | 75 | 93.84 |
| sequential | 28 | 701.9 |
registers in the layout, summed over array words and instances (netlist names):
name,flops
curstate,26
modwait,1
processed,1
timing repair:
action	CTS	global route
gates resized	37	8
cloned	0	0
buffers inserted	5	1
pin swaps	11	7
endpoints found under the setup margin	13	9
kinds of logic after synthesis:
logic type	Yosys count	synth area share
compound gates	8	0.05651
buf+inv	5	0.01842
flops	28	0.6892
simple gates	42	0.2359
Power and IR drop assume default switching activity.
