### flow/config.mk
export PLATFORM = sky130hd
export DESIGN_NAME = ahb_lite_slave
export DESIGN_NICKNAME = ahb_lite_slave
export VERILOG_FILES = /design/flow/design.v
export SDC_FILE = /design/flow/constraint.sdc
export NUM_CORES = 4
export LEC_CHECK = 1
export CORE_UTILIZATION = 40
### flow/constraint.sdc
current_design ahb_lite_slave

set clk_period 4.8
set clk_io_pct 0.2

create_clock -name clk0 -period $clk_period [get_ports {clk}]

set non_clock_inputs [all_inputs -no_clocks]
set_input_delay [expr $clk_period * $clk_io_pct] -clock clk0 $non_clock_inputs
set_output_delay [expr $clk_period * $clk_io_pct] -clock clk0 [all_outputs]
### flow/design.v
module ahb_lite_slave(
    input   clk,
            n_rst,
    output logic [15:0] sample_data,
    output logic data_ready,
                new_coefficient_set,
    input logic clear_new_coefficient,
                processed,
    input logic [1:0] coefficient_num,
    output logic [15:0] fir_coefficient,
    input logic modwait,
    input logic [15:0] fir_out,
    input logic err,
                hsel,
    input logic [3:0] haddr,
    input logic hsize,
    input logic [1:0] htrans,
    input logic hwrite,
    input logic [15:0] hwdata,
    output logic [15:0] hrdata,
    output logic hresp
);
logic [15:0] [7:0] register, nexregister; 
logic [15:0] nexhrdata, nexfir_coefficient;
logic next_data_ready;
logic write1, nexwrite1;
logic [3:0]storeadd, nexstoreadd;
always_ff @ (posedge clk, negedge n_rst) begin
if(!n_rst) begin
    hrdata <= 0;
    data_ready <= 0;
    write1 <= 0;
    storeadd <= 0;
    register[0] <= 0;
    register[1] <= 0;
    register[2] <= 0;
    register[3] <= 0;
    register[4] <= 0;
    register[5] <= 0;
    register[6] <= 0;
    register[7] <= 0;
    register[8] <= 0;
    register[9] <= 0;
    register[10] <= 0;
    register[11] <= 0;
    register[12] <= 0;
    register[13] <= 0;
    register[14] <= 0;
    register[15] <= 0;
end
else begin
    hrdata <= nexhrdata;
    data_ready <= next_data_ready;
    write1 <= nexwrite1;
    storeadd <= nexstoreadd;
    register[0] <= nexregister[0];
    register[1] <= nexregister[1];
    register[2] <= nexregister[2];
    register[3] <= nexregister[3];
    register[4] <= nexregister[4];
    register[5] <= nexregister[5];
    register[6] <= nexregister[6];
    register[7] <= nexregister[7];
    register[8] <= nexregister[8];
    register[9] <= nexregister[9];
    register[10] <= nexregister[10];
    register[11] <= nexregister[11];
    register[12] <= nexregister[12];
    register[13] <= nexregister[13];
    register[14] <= nexregister[14];
    register[15] <= nexregister[15];
end
end
always_comb begin
    hresp = 0;  
    nexhrdata = 0;  
    if(processed) begin
        next_data_ready = 0;
    end
    else begin
        next_data_ready = data_ready;  
    end
    nexwrite1 = write1;  
    nexstoreadd = storeadd;  
    nexregister[0][0] = {modwait | new_coefficient_set};  
    nexregister[0][7:1] = {7'd0};  
    nexregister[1][0] = {err};  
    nexregister[1][7:1] = {7'd0};  
    nexregister[2] = fir_out[7:0];
    nexregister[3] = fir_out[15:8];
    nexregister[4] = register[4];
    nexregister[5] = register[5];
    nexregister[6] = register[6];
    nexregister[7] = register[7];
    nexregister[8] = register[8];
    nexregister[9] = register[9];
    nexregister[10] = register[10];
    nexregister[11] = register[11];
    nexregister[12] = register[12];
    nexregister[13] = register[13];
    if (clear_new_coefficient) begin
        nexregister[14] = 8'h0000;
    end
    else begin
        nexregister[14] = register[14];
    end
    nexregister[15] = register[15];
    if (hsel)  
    begin
            if (write1) begin
                nexwrite1 = 0;  
                if({storeadd[3:1], 1'b0} == 4'd4) 
                begin
                    next_data_ready = 1'b1;
                end
                nexregister[{storeadd[3:1], 1'b0}] = hwdata[7:0];  
                nexregister[{storeadd[3:1], 1'b1}] = hwdata[15:8];  
            end
        if(haddr < 0  ||  14 < haddr)
        begin
            hresp = 1;
        end
        else
        begin
            if(hwrite && (htrans == 2'd2)) 
            begin
                if(!hsize)  
                begin
                    if(!((haddr == 0)
                    | (haddr == 1)
                    | (haddr == 2)
                    | (haddr == 3))) 
                    begin
                        if(haddr[3:1] == 4'd6) 
                        begin
                            next_data_ready = 1'b1;
                        end
                        nexregister[haddr] = hwdata;  
                    end
                    else  
                    begin
                            hresp = 1;  
                    end  
                end
                else  
                begin
                    if(!((haddr == 0)
                    | (haddr == 1)
                    | (haddr == 2)
                    | (haddr == 3))) 
                    begin
                        nexwrite1 = 1;  
                        nexstoreadd = haddr;  
                    end
                    else  
                    begin
                            hresp = 1;  
                    end  
                end
            end
            else 
            begin
                if(!hsize)  
                begin
                        nexhrdata = register[haddr];  
                end
                else  
                begin
                       nexhrdata[7:0] = nexregister[{haddr[3:1], 1'b0}];  
                       nexhrdata[15:8] = nexregister[{haddr[3:1], 1'b1}];  
                end
            end
        end
    end
end
assign fir_coefficient = {register[7 + (coefficient_num * 2)], register[6 + (coefficient_num * 2)]};
assign new_coefficient_set = {register[14][0]};
assign  sample_data = {register[5], register[4]};
endmodule
### flow/run.sh
#!/bin/bash
# OpenROAD 26Q1-2900-gdf79404cd8, Yosys 0.63+post, stock flow scripts
make -C /OpenROAD-flow-scripts/flow DESIGN_CONFIG=/design/flow/config.mk WORK_HOME=/design/flow/orfs finish
==> results.yml <==
# generated from flow reports
routing:
  drc: 0
  dr_total_vias: 8198
  vias_per_cell: 6.35
  wl_mm: 36.1
  drtIter0Drc: 810
  post_drt_wl_per_cell_um: 28.0
  n_antenna_cell: 0
  antenna_left: 0
  first_pass_iters: 7
global_route:
  grt-ovfl-total: 0
  antenna_found_initial: 1
  grtUsageTotal_pct: 31.3
  grt_max_degree: 125
  grt_pass1_vias: 7916
  grt_pass1_wl_mm: 53.1
clocking:
  insertion_delay_ns: 0.43
  tritoncts: "done"
  htreeDepth: 4
  cts-resized-gates: 0
  cts_hold_buf: 0
  clk_pin_slew_ns: 0.06
  clock_sinks: 149
  cts_root_buf: "clkbuf_16"
  cts.path.max_buffers: 2
  cts_setup_buffers: 0
  numCtsBuffers: 17
floorplanning:
  core_area_sq_um: 23700
  std_cell_rows: 56
  die_w_um: 158
  die_h_um: 158
  io_pins: 100
  fp_util_pct: 41.0
  die_area_sq_um: 24900
synthesis:
  xor_area_share_pct: 0.0901
  ys_area_sq_um: 9720
  top_area_share_pct: 38.4
  simple_gate_share_pct: 13.6
  ff_type: "dfrtp_1"
  synthAoiAreaFrac_pct: 12.2
  yosysWarnings: 1
  syn_area_sq_um: 9720
  synth.yosys.seq_area_share_pct: 38.4
  yosysUniqueCellTypes: 57
  largest_area_cell: "dfrtp_1"
  avgSynthCellArea_sq_um: 10.6
  ys.flops: 149
  topCombFamilyByArea: "multiplexers"
  synthTopCellsByArea: "dfrtp_1, mux4_2, mux2_2"
  ys_cells: 917
  synth_async_sr_flop_share_pct: 100
  edf_count: 0
  synthMuxAreaShare_pct: 29.3
  synth_adder_area_share_pct: 0
  netlist_instances: 917
run:
  warnings: 27
  cap_violations: 0
timing:
  setup_tns_ns: 0
  timing.fmax_mhz: 261
  finalCritPeriodShare_pct: 79.7
  clock_skew_ns: 0.00831
  finalCriticalPeriod_ns: 3.83
  setup_ws_ns: 0.974
  rsz0062_at_grt: "no"
  max_slew_margin_pct: 41.1
  drv_slew: 0
  hold_violations: 0
  setup_viol: 0
  worst_pin_slew_ns: 0.883
pwr:
  power.leakage_nw: 4.79
  powerDensity_nw_per_um2: 337
  vdd_ir_drop_max_uv: 224
  power_mw: 3.82
placement:
  post-place-ws_ns: 0.960
  place_congestion: 0.950
  io_buffers: 99
  place_inst: 1260
  dp_hpwl_mm: 25.0
setup_path:
  required_ns: 3.84
  crit_type: "primary input to output pin"
  critPathLaunchType: "primary input"
  endpoint_kind: "output pin"
  crit_fanout: 13
  rr_worst_depth: 4
  arrival_ns: 2.87
layout:
  layout-drive-gt1-share_pct: 22.1
  fin_util_pct: 47.9
  area_delta_synth_final_pct: 16.7
  finalNonFillerCells: 1292
worst_hold_path:
  hp-class: "primary input to asynchronous set/reset pin"
status:
  status: "finished clean"
cells in the final DEF, fill, tap and decap left out, drive strengths merged, types with 6 or more instances in the layout:
cell type	count
a21oi	56
a221o	7
a22oi	18
a311oi	7
a32oi	8
and3	14
buf	34
clkbuf	20
clkdlybuf4s50	95
clkinv	7
dfrtp	149
inv	11
mux2	79
mux2i	72
mux4	55
nand2	101
nand3	36
nor2	69
nor2b	6
o211ai	7
o21ai	16
o22ai	41
o311ai	8
o31ai	6
through the flow:
stage / area (sq um) / hold WS [ns]
floorplan: 9720 / 0.461
finish: 11300 / 0.388
global route: 11300 / 0.390
CTS: 11300 / 0.389
detailed placement: 10800 / 0.516
global placement: 10800 / 0.514
kinds of logic after synthesis:
family,count (synthesis)
simple gates,267
mux,206
compound gates,178
flops,149
buf+inv,116
xor+xnor,1
critical path: stages:
cell and delay, ns:
clkdlybuf4s50_1 0.59, buf_4 0.33, mux4_2 0.55, clkdlybuf4s50_1 0.43
metal layers:
layer / vias up / track usage [%] / wire length, um
met5: - / 0.828 / 13
met4: 2 / 7.72 / 1040
met3: 74 / 13.1 / 4800
met2: 519 / 45.0 / 16000
met1: 4076 / 45.1 / 14300
li1: 3527 / - / -
sequential cells by signal, summed over array words and instances, names as in the netlist:
register,count
register,128
hrdata,16
storeadd,3
data_ready,1
write1,1
report_power, final:
| part | total, mW | switching (mW) | internal, mW |
|---|---|---|---|
| clock | 1.36 | 0.572 | 0.793 |
| sequential | 1.66 | 0.269 | 1.39 |
| combinational | 0.796 | 0.353 | 0.443 |
cell usage after synthesis (all sizes together), types with 3 or more instances:
cell type  instances
nand4              5
buf               59
o21ai             16
a21oi             56
a221o              7
nand2b             3
o31ai              6
o211ai             7
clkbuf            46
nand3             36
o311ai             8
nand4b             4
o22ai             41
inv               10
mux2              79
dfrtp            149
mux2i             72
nor2              69
and3              14
nor2b              6
mux4              55
nand2            101
nor3b              4
a32oi              8
a211oi             3
a22oi             18
a311oi             7
nand3b             3
nor3               4
layout make-up:
cell class	instances	area, sq um
Inverter	11	41.3
Timing Repair Buffer	129	1220
Multi-Input combinational cell	652	5370
Clock inverter	12	129
Fill cell	2151	12300
Tap cell	319	399
Clock buffer	20	457
Sequential cell	149	3730
path summary, 6_finish.rpt:
kind | startpoint | end | slack (ns)
min in group clk0 | register[120] | register[120] | 0.53
setup reg to reg | storeadd[2] | hrdata[9] | 2.17
hold reg to reg | register[120] | register[120] | 0.53
max in group asynchronous | n_rst | register[1] | 3.45
hold / removal | n_rst | register[107] | 0.39
setup / recovery | coefficient_num[0] | fir_coefficient[9] | 0.97
Power is estimated from default activity; no workload was simulated.
