**flow/config.mk**
```make
export PLATFORM = sky130hd
export DESIGN_NAME = magnitude
export DESIGN_NICKNAME = magnitude
export VERILOG_FILES = /design/flow/design.v
export SDC_FILE = /design/flow/constraint.sdc
export NUM_CORES = 4
export LEC_CHECK = 1
export CORE_AREA = 10 10 70 70
export DIE_AREA = 0 0 80 80
```
**flow/design.v**
```verilog
module magnitude(
    input logic  [16:0] in,
    output logic [15:0] out
);
always_comb begin
    if (in[16] == 1'b1) begin  
        out = ~(in[15:0]) + 1;
    end
    else begin
        out = in[15:0];
    end
end
endmodule
```
**flow/constraint.sdc**
```tcl
current_design magnitude

set clk_period 4.4
set clk_io_pct 0.2

create_clock -name clk0 -period $clk_period

set non_clock_inputs [all_inputs -no_clocks]
set_input_delay [expr $clk_period * $clk_io_pct] -clock clk0 $non_clock_inputs
set_output_delay [expr $clk_period * $clk_io_pct] -clock clk0 [all_outputs]
```
**flow/run.sh**
```bash
#!/bin/bash
# OpenROAD 26Q1-2900-gdf79404cd8, Yosys 0.63+post, stock flow scripts
make -C /OpenROAD-flow-scripts/flow DESIGN_CONFIG=/design/flow/config.mk WORK_HOME=/design/flow/orfs finish
```
==> run summary <==
run results: result of the run finished, final reports clean, arrival time of data at the critical path endpoint 3.25 ns, effective utilization at floorplan approximately a tenth, cell repeated most along the worst path clkdlybuf4s50_1, cell area after layout 724 µm², post-route DRC violation count 0, highest-count cells in the layout ignoring fill and taps clkdlybuf4s50_1 (33), xnor2_1 (9), nand2_1 (8), hold violation count in the final report 0, crit path setup slack, layout about 0.27 ns, fin. max-slew vios 0, number of global-route vias before repair 501, commonest non-fill, non-tap cell in the layout clkdlybuf4s50_1, xor and xnor fraction of the mapped netlist area 36.8%, Ports 33, final weighted congestion in routability-driven placement 0.796, count of clock-net buffers in the final layout 0, global router's overall resource usage 4.57%, remaining antenna violation count 0, cell with the biggest individual delay on the critical path or4_1, Detailed Route WL 1460 µm, number of violations of the max-capacitance limit 0, critical path fanouts, max 5, critical setup path kind input pin to primary output, area fraction in and, or, nand and nor cells after synthesis 24.8%, Seq. cell area 0 µm², worst supply voltage drop on vdd approximately 0.023 mV, critical path, cell by cell clkdlybuf4s50_1 > or4_1 > or3_4 > o41ai_2 > xnor2_1 > clkdlybuf4s50_1, multiplexer fraction of the synthesized cell area 0%, pin count of the biggest net entering global routing 17, post-cts sizing count 0, headroom to the max-slew limit 77.1%, global-route wire length before repair roughly 2400 µm, Distinct cells, synth 16, total congestion overflow after global routing 0, tool warnings 32, Main logic family XOR/XNOR gates, count of instantiated cells in the yosys netlist 47, synth warn 1, number of antenna violations at the first check in global routing 0, First DRT Iteration DRCs 22, sort of element at the end of the critical path primary output, startpoint type of the worst setup path input pin, area post-placement 724 µm², hold buffer count at CTS 0, 1st-pass router iterations 4, number of sequential storage elements 0, post-synthesis average cell area 7.08 µm², standard-cell row count 21, die height 80 µm, mapped cell area ~330 µm², antenna cell count 0, final period utilization 93.8%, die span in x 80 µm, Die Outline Area 6400 µm², Top delay family on crit path simple AND/OR/NAND/NOR gates, area fraction in compound gates 27.8%, Post-Place Worst Slack 0.247 ns, leakage power figure 0.249 nW, area of the core 3420 µm², Post-Route Setup TNS 0 ns, achievable frequency between 200 and 250 MHz, WL/cell approximately 12 µm, sequential-to-total area share from yosys stat 0%, post-synth area from yosys stat 333 µm², FA/HA/MAJ Cells, Area Fraction 3.76%, path class of the lowest-slack min-delay path input pin to primary output, Detail Placement HPWL roughly 1300 µm, slowest cell delay on critical path 0.55 ns, growth of design area from synthesis to finish 118%, Post-CTS Setup Repair Bufs 0, buffers plus inverters on the worst setup path 2, share of final-layout standard cells stronger than drive strength 1 7.50%, minimum clock period 4.13 ns, Tightest Pin Transition roughly 0.34 ns, via density per instance between 3 and 4, tally of buffers added on design ports 33, Critical Path RT 3.52 ns, RSZ-0062 raised after global routing false, routed via count 439, Setup-failing EPs final 0, P per Cell Area roughly 100 nW/µm², number of standard cells after synthesis 47
cell families after synthesis:
kind of cell	after synthesis
buf+inv	5
compound gates	12
fa+ha+maj	1
simple gates	15
xor+xnor	14
report_power, final:
group	internal (mW)	total (mW)	leakage, nW	switching (mW)
registers	0	0	0	0
logic	0.0509	0.0737	0.249	0.0228
clock network	0	0	0	0
final cells by class:
cell class / count / area (µm²)
Timing Repair Buffer: 35 / 345
Multi-Input combinational cell: 42 / 310
Fill cell: 391 / 2690
Inverter: 3 / 11.3
Tap cell: 46 / 57.6
per-stage QoR:
stage | hold WS, ns | power (mW) | util, % | cells
6_report | 2.62 | 0.0737 | 21.2 | 126
5_1_grt | 2.66 | 0.0828 | 21.2 | 126
4_1_cts | 2.63 | 0.0759 | 21.2 | 126
3_5_place_dp | 2.61 | 0.0750 | 21.2 | 126
3_3_place_gp | 2.62 | 0.0752 | 21.2 | 126
2_1_floorplan | 1.79 | 0.0191 | - | 47
synth_stat cells, drive strengths merged:
master / instances / area [µm²]
o21ai: 4 / 20.0
buf: 1 / 7.51
xnor2: 9 / 78.8
xor2: 5 / 43.8
or4: 3 / 22.5
clkbuf: 1 / 3.75
o31a: 1 / 10.0
inv: 3 / 11.3
ha: 1 / 12.5
or2: 1 / 6.26
o41ai: 2 / 25.0
o31ai: 5 / 37.5
or3: 3 / 23.8
nand2: 8 / 30.0
per-layer routing:
metal | global-route usage (%) | share of wire, %
met1 | 5.14 | 39
met2 | 7.87 | 46
met3 | 2.50 | 14
met4 | 0 | 0
met5 | 0 | 0
path summary, 6_finish.rpt:
kind,end,slack [ns],from,cells after the start
worst min-delay path,out[0],2.62,in[0],2
worst max-delay path,out[15],0.27,in[4],6
No activity file was given, so power comes from the tool's default toggle rates.
